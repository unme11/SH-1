===== design/flow/design.v =====
`timescale 1ns / 1ps
module lowp2(signal_in,
                                signal_out,  
										  time_constant,
                                clock_in,
                                reset,
										  enable,
										  signal_out_tmp);
input enable;
input   signed  [27:0]  signal_in;
output   signed  [27:0]  signal_out;
input   signed  [4:0]  time_constant;
input   clock_in;
input   reset;           
integer z;
function integer log2(input integer v); begin log2=0; while(v>>log2) log2=log2+1; end endfunction
parameter N=256;
parameter N2=log2(N)-1;
output reg signed [28+N2-1:0]  signal_out_tmp;
reg signed[27:0] data [0:N-1];
wire signed [28+N2-1:0] summation_steps [0:N-1]; 
wire[28+N2-1:0] q=summation_steps[N-2];
genvar i;
generate
	 for (i = 0; i < N-1 ; i = i + 1) begin: gd
		 always @(posedge clock_in) begin
		 	if(reset==1'b1)
			begin
				data[i+1]<=0;
			end
			else
			begin
				data[i+1] <= data[i];
			end
		 end
    end
endgenerate
assign signal_out=q[27+N2:N2];
always @(posedge clock_in) begin
	if(reset==1'b1)
	begin
		data[0]<=0;
	end
	else
	begin
		data[0] <= signal_in;
	end
end
genvar c;
generate
	 assign summation_steps[0] = data[0] + data[1];
	 for (c = 0; c < N-2 ; c = c + 1) begin: gdz
		assign summation_steps[c+1] = summation_steps[c] + data[c+2];
    end
endgenerate
endmodule

===== design/flow/run.sh =====
#!/bin/bash
# OpenROAD 26Q1-2900-gdf79404cd8, Yosys 0.63+post, stock flow scripts
make -C /OpenROAD-flow-scripts/flow DESIGN_CONFIG=/design/flow/config.mk WORK_HOME=/design/flow/orfs finish

===== design/flow/config.mk =====
export PLATFORM = sky130hd
export DESIGN_NAME = lowp2
export DESIGN_NICKNAME = lowp2
export VERILOG_FILES = /design/flow/design.v
export SDC_FILE = /design/flow/constraint.sdc
export NUM_CORES = 4
export LEC_CHECK = 1
export CORE_UTILIZATION = 40

===== design/flow/constraint.sdc =====
current_design lowp2

set clk_period 16.4
set clk_io_pct 0.2

create_clock -name clk0 -period $clk_period [get_ports {clock_in}]

set non_clock_inputs [all_inputs -no_clocks]
set_input_delay [expr $clk_period * $clk_io_pct] -clock clk0 $non_clock_inputs
set_output_delay [expr $clk_period * $clk_io_pct] -clock clk0 [all_outputs]

==> qor.csv <==
stage;metric;value;unit
clock_network;clk ins delay skew pair;1080;ps
detailed_routing;via density per instance;3.980;
worst_setup_path;largest stage delay on the critical path;610;ps
final_layout;final cell count without fillers;45710;
yosys;biggest area cells;fa_1 (39%), dfxtp_1 (39%), inv_1 (9.9%);
final_timing;timing-limited maximum frequency;64.25;MHz
floorplanning;floorplan core area;0.9253;mm^2
hold_path;origin of the worst min-delay path;data[20][8];
floorplanning;number of top-level pins;100;
worst_setup_path;reg-to-reg critical path startpoint;data[0][13];
detailed_routing;DR vias;181900;
worst_setup_path;maximum net fanout on the critical path;6;
final_timing;total of endpoints with negative setup slack in the final report;0;
final_timing;crit path time final;15560;ps
yosys;#FFs+latches synth;7168;
clock_network;clock edge transition at the registers on the reported setup and hold paths;60;ps
final_layout;Most flops, register;data;
clock_network;post-CTS setup repair buffer count;0;
power_and_ir_drop;maximum vdd drop;0.00008718;V
final_layout;most used cells in the layout excluding fill and tap cells;inv_1 (9851), fa_1 (7332), dfxtp_1 (7168);
clock_network;number of gates resized after cts;0;
yosys;dominant cell type by area after synthesis;fa_1;
clock_network;hold-fix buffer count after cts;0;
yosys;Post-synth ARST share;0;
hold_path;HP Class;flop to flop;
yosys;portion of the post-synthesis area used by sequential elements;0.3858;
final_timing;Setup Skew;102.9;ps
grt;global-route congestion overflow total;0;
grt;maximum number of pins on one net before global-route repair;181;
yosys;count of warnings emitted by yosys;38;
final_layout;fillers;81580;
clock_network;number of buffers added by the clock tree synthesis step;785;
final_timing;fin. max-slew vios;0;
detailed_routing;routed length per instance;13.00;um
final_layout;highest-count logic cell in the final layout;inv_1;
final_layout;post-synthesis to final-layout area growth;10.69;%
worst_setup_path;library cell appearing most often on the critical path;fa_1;
power_and_ir_drop;LEAKAGE;0.1854;uW
power_and_ir_drop;Pwr per Cell Area;87.64;mW/mm^2
clock_network;clock tree from TritonCTS;done;
floorplanning;Init Core Util;0.4020;
yosys;Dominant Register Cell;dfxtp_1;
worst_setup_path;startpoint kind of the worst setup timing path;flop;
final_layout;design area;0.4117;mm^2
placement;GP Congestion;0.8262;
yosys;number of enable-type register cells in the synthesized netlist;0;
job;max_cap viols;0;
yosys;chip area in the Yosys report;0.3720;mm^2
placement;Cells after DPL;44320;
grt;Tot GR Track Use;0.1470;
worst_setup_path;CP arrival;12280;ps
final_layout;Largest register FFs;7168;
clock_network;Clock Path Buffers;5;
floorplanning;Die Wd;966.3;um
final_layout;final core area utilization;0.4450;
grt;vias in the first global route;204500;
grt;global-route wire length before repair;1042;mm
floorplanning;std cell rows;353;
floorplanning;y dimension of the die;966.3;um
yosys;area of the mapped netlist;0.3720;mm^2
final_timing;slew margin rel.;0.4137;
final_timing;Final Hold Violating Endpoints;0;
yosys;top-area cell type share of the netlist area;0.3946;
grt;antenna violations before repair;18;
worst_setup_path;endpoint required time on the critical path;13120;ps
worst_setup_path;start point of the critical path;data[174][6];
worst_setup_path;path type of the worst setup path;flop to primary output;
final_layout;share of layout cells above drive strength 1;0.03976;
floorplanning;Chip Area;0.9338;mm^2
job;tool warnings;81;
final_timing;worst hold margin;361.8;ps
final_layout;Top Registers;data x7168;
final_timing;setup repair after global routing missed its margin;no;
yosys;Distinct cells, synth;49;
placement;PortBufs;57;
final_timing;slew at the pin closest to its max-slew limit;879.5;ps
placement;total cell area at the placement stage;0.3858;mm^2
run_status;result of the run;complete, no violations;
detailed_routing;Post-DRT Antenna Nets;0;
clock_network;root buffer selected by CTS;clkbuf_16;
detailed_routing;number of DRC violations after detailed-routing iteration 0;5972;
clock_network;clock sink total;7168;
final_timing;part of the cycle the worst path needs;0.9490;
clock_network;H-tree depth reported by CTS;6;
worst_setup_path;slowest stage cell on the critical path;fa_1;
detailed_routing;total routed wirelength;594.1;mm
detailed_routing;DRC violation count after routing;0;
yosys;instance count of the mapped netlist;32710;
worst_setup_path;critical path capture point type;primary output;
detailed_routing;first-pass iteration count of the detailed router;23;
placement;HPWL after detailed placement;464.1;mm
yosys;cell count in the Yosys report;32710;
final_timing;Sum Neg Setup Slack;0;ps
yosys;syn_area_per_cell;11.37;um^2
[Yosys cell counts (3+ instances only)]
cell / number
inv_1: 9851
fa_1: 7332
dfxtp_1: 7168
nor2b_1: 4406
nor2_1: 2781
clkbuf_1: 795
ha_1: 193
buf_4: 36
xnor2_1: 34
a21oi_1: 19
o21ai_0: 9
xor2_1: 8
a21o_1: 7
nor3_1: 7
nand2_1: 5
nand3_1: 5
o21a_1: 4
a21oi_2: 3
nand4_1: 3
o21ai_1: 3
[area by class of cell]
type | count | area, um^2 | area share
Sequential cell | 7168 | 143500 | 0.3485
Tap cell | 12250 | 15320 | 0.03722
Multi-Input combinational cell | 14890 | 188400 | 0.4576
Clock inverter | 212 | 2744 | 0.006664
Timing Repair Buffer | 161 | 1556 | 0.003780
Antenna cell | 7 | 17.52 | 0.00004254
Clock buffer | 1173 | 23200 | 0.05634
Inverter | 9851 | 36980 | 0.08980
[worst paths after layout]
check             depth (start not counted)             end  slack (ps)
setup / recovery                         32  signal_out[24]         840
setup reg to reg                          2     data[1][13]       15230
hold reg to reg                           2     data[21][8]         360
hold / removal                            2     data[21][8]         360
[worst max-delay path, delay by kind of cell, from the launching register on]
family                   cells  cell delay, ps
adder cells (fa/ha/maj)     14            7180
AND/OR/NAND/NOR              2             480
buffers and inverters        9            1080
AND-OR/OR-AND                6            1670
flip-flops                   1             300
XOR/XNOR                     1             500
[where the power goes]
| part | internal (uW) | switching [uW] | total [uW] |
|---|---|---|---|
| combinational | 281 | 669 | 950 |
| clock | 10600 | 7080 | 17700 |
| sequential | 17400 | 9.24 | 17400 |
| total | 28300 | 7750 | 36100 |
[per-stage QoR]
step | total power, uW | worst slack (ps)
after global routing | 37470 | 5.834
after detailed placement | 18820 | 1373
after CTS | 36720 | 147.1
final | 36090 | 836.2
after global placement | 18810 | 1373
after floorplan | 18330 | 4272
[routing by layer]
metal	global-route usage	wire length (um)	share of wire	vias to the layer above
li1	-	-	-	89370
met1	0.2264	259000	0.44	88810
met2	0.2207	277800	0.47	2703
met3	0.04819	41610	0.070	1009
met4	0.02908	15610	0.026	16
met5	0	102	0.00017	-
[kinds of logic after synthesis]
family | Yosys count | synth area share
buffers and inverters | 10680 | 0.1082
adders and majority gates | 7525 | 0.4011
and+or+nand+nor | 7219 | 0.1027
DFF | 7168 | 0.3858
AOI/OAI and AO/OA | 66 | 0.001278
xor gates and xnor gates | 42 | 0.0009889
other | 1 | 0.00001008
Power is estimated from default activity; no workload was simulated.
