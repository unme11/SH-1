--- design/flow/run.sh ---
#!/bin/bash
# OpenROAD 26Q1-2900-gdf79404cd8, Yosys 0.63+post, stock flow scripts
make -C /OpenROAD-flow-scripts/flow DESIGN_CONFIG=/design/flow/config.mk WORK_HOME=/design/flow/orfs finish
--- design/flow/config.mk ---
export PLATFORM = sky130hd
export DESIGN_NAME = lowp3
export DESIGN_NICKNAME = lowp3
export VERILOG_FILES = /design/flow/design.v
export SDC_FILE = /design/flow/constraint.sdc
export NUM_CORES = 4
export LEC_CHECK = 1
export CORE_UTILIZATION = 40
--- design/flow/constraint.sdc ---
current_design lowp3

set clk_period 18.9
set clk_io_pct 0.2

create_clock -name clk0 -period $clk_period [get_ports {clock_in}]

set non_clock_inputs [all_inputs -no_clocks]
set_input_delay [expr $clk_period * $clk_io_pct] -clock clk0 $non_clock_inputs
set_output_delay [expr $clk_period * $clk_io_pct] -clock clk0 [all_outputs]
--- design/flow/design.v ---
`timescale 1ns / 1ps
module lowp3(signal_in,
                                signal_out,  
										  time_constant,
                                clock_in,
                                reset,
										  enable 
										  );
input enable;
input   signed  [27:0]  signal_in;
output  reg signed  [27:0]  signal_out;
input   signed  [4:0]  time_constant;
input   clock_in;
input   reset;           
integer z;
function integer log2(input integer v); begin log2=0; while(v>>log2) log2=log2+1; end endfunction
parameter N=1024;
parameter N2=log2(N)-1;
parameter down_sample=1;
reg signed[27:0] signal_in_1; 
parameter N_down_sample=4;
parameter N2_down_sample=log2(N_down_sample)-1;
reg[N2_down_sample:0] down_sample_clk;
reg[N2:0] count;
reg signed [28+N2-1:0]  signal_out_tmp;
always@(posedge clock_in)
begin
	if(reset)
	begin
		signal_in_1<=0;
		down_sample_clk<=0;
	end
	else
	begin
		if(enable)
		begin
			if(down_sample_clk<N_down_sample)
			begin
				down_sample_clk<=down_sample_clk+1'b1;			
			end
			else
			begin
				signal_in_1<=signal_in;
				down_sample_clk<=0;
			end
		end
	end
end
always@(posedge clock_in)
begin
	if(reset)
	begin
		signal_out_tmp<=0;
		count<=0;
		signal_out<=0;
	end
	else
	begin
		if(down_sample_clk==N_down_sample)
		begin
			if(count<N)
			begin
				count<=count+1'b1;
				signal_out_tmp<=signal_out_tmp+signal_in;
			end
			else
			begin
				count<=0;
				signal_out<=signal_out_tmp[27+N2:N2];
				signal_out_tmp<=0;
			end
		end
	end
end
endmodule
==> CHANGELOG.md <==
### Physical design

* Status: finished clean
* Global Route Usage Sum at 18.6%
* Largest net degree at the start of global routing at 56
* CP Max Fanout at 4
* Worst Setup End Kind: register
* Number of OpenROAD warnings at 31
* Initial antenna violation count at 0
* FP Util at 41.3%
* Yosys cell count at 625
* Net Sw Frac at 24.3%
* CTS tree: built
* Clock network fraction of total power at 44.4%
* Die Area at 13000 sq um
* CTS max path bufs at 2
* Syn avg cell area at 8.00 sq um
* Post-Synthesis Cells at 625
* DRT Pass-1 Iters at 4
* Layout filler cell count at 1191
* Vias per cell at 5.21
* Maximum clock rate at 0.150 GHz
* Layout Utilization at 49.0%
* Number of global-route vias before repair at 4088
* WP data required at 19100 ps
* I/O pin cnt at 64
* GRT overflow at 0
* Worst Tran Pin Value at 922 ps
* Std-Cell Rows at 40
* Core Area at 12100 sq um
* Final setup viols at 0
* Setup Crit Path Kind: in -> reg
* Chip Width at 114 um
* Worst Setup Start Kind: input pin
* Layout area overhead at 18.6%
* Net load switching power at 0.0885 mW
* Slew HR at 38.3%
* Flop pwr share at 46.7%
* Drt drc at 0
* Reg clk slew, reported paths at 60 ps
* Post-synth ARST share at 0%
* Combinational Power Share at 8.9%
* Pwr dens at 61.3 nW/um^2
* Layout cell share with drive strength beyond 1 at 6.41%
* CTS root buf: clkbuf_16
* Synthesized registers at 80
* Port bufs at 58
* YS chip area at 5000 sq um
* CTS Buf Count at 9
* Pwr Total at 0.364 mW
* Final ANT Viol Nets at 0
* CTS sink cnt at 80
* Leak Pwr at 2.45 nW
* Worst EP arrival at 6870 ps
* First-pass GRT wire length at 19300 um
* Per-cell routed wire length at 13.4 um
* Clk latency late pin at 350 ps
* Yosys warning tally at 1
* RSZ-0062 raised after global routing: false
* Ant. Diodes at 0
* Worst Skew at 9.61 ps
* Number of synthesized flops with an enable pin at 0
* Starting DRT DRC Count at 162
* RePlAce Congestion at 0.863
* WL final at 11300 um
* Tcrit/Tclk final at 35.3%
* Cell Int Power at 0.275 mW
* Max-Cap Viols at 0
* Post-DP HPWL at 7910 um
* Minimum clock period after layout at 6660 ps
* Post-synthesis sequential area ratio at 32.0%
* Synth cell types at 65
* Setup Fix Bufs, Post-CTS at 0
* Die extent in y at 114 um
* Htree depth at 3
* Final Max Tran Viols at 0
* Setup_tns at 0 ps
* Post-CTS Hold Fix Bufs at 0
* Post-Syn Area at 5000 sq um
* Post-CTS sizing at 0
* Dominant flop cell: dfxtp_1
* Min-delay worst type: reg -> reg
* Peak VDD IR at 0.0539 mV
* Vias post-DR at 4370
* Final Hold Violation Tally at 0
==> cell type report <==
| class | instances | area [sq um] | share of cell area (%) |
|---|---|---|---|
| multi-input combinational | 496 | 3170 | 53.5 |
| sequential | 80 | 1600 | 27.0 |
| timing repair buffer | 63 | 613 | 10.3 |
| clock buffer | 10 | 239 | 4.03 |
| tap | 168 | 210 | 3.54 |
| inverter | 16 | 60.1 | 1.01 |
| clock inverter | 6 | 35.0 | 0.590 |
==> power by group through the flow <==
stage,combinational (mW),sequential [mW],clock (mW)
final,0.0323,0.170,0.162
after CTS,0.0323,0.170,0.166
after global routing,0.0357,0.170,0.174
==> synthesized netlist by cell type (all sizes together) (2+ instances only) <==
master	instances	area share (%)
and3	5	0.63
o21a	8	1.2
a21o	30	4.5
o21ai	38	3.9
nand3	7	0.70
or3	4	0.60
inv	16	1.2
xor2	23	4.0
a22o	2	0.35
nor2	56	4.2
a31oi	4	0.50
and4	3	0.53
a21oi	74	7.8
o21bai	4	0.60
nand4	11	1.4
clkbuf	23	1.8
a211oi	9	1.8
nand2	101	7.6
nor4	4	0.50
buf	10	1.5
nand3b	2	0.30
a22oi	9	1.4
o211ai	2	0.40
a2111oi	3	0.78
nor2b	6	0.75
xnor2	15	2.6
o31ai	8	1.9
nor3	10	1.0
dfxtp	80	32
ha	40	10
==> sequential cells by signal, summed over array words and instances, names as in the netlist <==
| signal | cells |
|---|---|
| down_sample_clk | 3 |
| count | 11 |
| signal_out | 28 |
| signal_out_tmp | 38 |
==> layout by cell type, fill, tap and decap left out, types with 3 or more instances in the layout <==
master	instances
xnor2_1	15
a22oi_1	9
nand3_1	7
a31oi_1	4
dfxtp_1	80
and3_1	5
a21o_1	29
o21ai_0	35
o31ai_1	5
and4_1	3
nor2b_1	6
nand2_1	101
a211oi_1	6
nor2_1	56
ha_1	40
clkinv_2	4
xor2_1	23
nor3_1	10
o21bai_1	4
a21oi_1	71
buf_4	5
nand4_1	11
inv_1	16
nor4_1	4
clkbuf_16	9
o21a_1	8
or3_1	3
clkdlybuf4s50_1	57
==> per-stage QoR <==
step | area (sq um) | setup slack, ps | cells | hold slack [ps]
after floorplan | 5000 | 12770 | 625 | 422
after global placement | 5660 | 11920 | 823 | 442
after detailed placement | 5660 | 11910 | 823 | 445
after CTS | 5930 | 12260 | 839 | 454
after global routing | 5930 | 12100 | 839 | 468
final | 5930 | 12240 | 839 | 450
==> critical path, cell delays in order <==
cell	delay, ps
clkdlybuf4s50_1	410
ha_1	250
inv_1	80
fa_1	170
nor2b_1	70
o31a_2	330
o31ai_2	410
o311ai_2	240
a2111oi_2	490
o31ai_1	170
a21oi_1	200
xor2_1	170
o21ai_0	80
==> worst paths after layout <==
| kind | startpoint | end | slack [ps] | depth (start not counted) |
|---|---|---|---|---|
| worst max-delay path | signal_in[0] | signal_out_tmp[34]$_SDFFE_PP0P_ | 12240 | 13 |
| worst min-delay path | signal_out[11]$_SDFFE_PP0P_ | signal_out[11]$_SDFFE_PP0P_ | 450 | 2 |
| worst max register to register | signal_out_tmp[0]$_SDFFE_PP0P_ | signal_out_tmp[34]$_SDFFE_PP0P_ | 15800 | 12 |
| worst min register to register | signal_out[11]$_SDFFE_PP0P_ | signal_out[11]$_SDFFE_PP0P_ | 450 | 2 |
==> cells by family (layout without fill, tap and decap cells) <==
logic type | Yosys count | in the layout | synth area share (%)
AND-OR/OR-AND | 202 | 202 | 27.3
AND/OR/NAND/NOR | 213 | 213 | 18.7
buffers and inverters | 49 | 95 | 4.53
XOR/XNOR | 38 | 38 | 6.65
multiplexers | 2 | 2 | 0.425
flip-flops | 80 | 80 | 32.0
adder cells (fa/ha/maj) | 41 | 41 | 10.4
==> per-layer routing <==
layer / routed length [um] / part of all wire [%] / vias up / global-route usage, %
met2: 4920 / 44 / 83 / 29.3
met5: 0 / 0 / - / 0
met1: 5730 / 51 / 1977 / 28.3
li1: - / - / 2302 / -
met4: 124 / 1.1 / 0 / 2.08
met3: 509 / 4.5 / 8 / 3.30
Power is estimated from default activity; no workload was simulated.
