[config.mk]
export PLATFORM = sky130hd
export DESIGN_NAME = lowp5
export DESIGN_NICKNAME = lowp5
export VERILOG_FILES = /design/flow/design.v
export SDC_FILE = /design/flow/constraint.sdc
export NUM_CORES = 4
export LEC_CHECK = 1
export CORE_UTILIZATION = 30
[constraint.sdc]
current_design lowp5

set clk_period 22.4
set clk_io_pct 0.2

create_clock -name clk0 -period $clk_period [get_ports {clock_in}]

set non_clock_inputs [all_inputs -no_clocks]
set_input_delay [expr $clk_period * $clk_io_pct] -clock clk0 $non_clock_inputs
set_output_delay [expr $clk_period * $clk_io_pct] -clock clk0 [all_outputs]
[run.sh]
#!/bin/bash
# OpenROAD 26Q1-2900-gdf79404cd8, Yosys 0.63+post, stock flow scripts
make -C /OpenROAD-flow-scripts/flow DESIGN_CONFIG=/design/flow/config.mk WORK_HOME=/design/flow/orfs finish
[design.v]
`timescale 1ns / 1ps
module lowp5(signal_in,
                                signal_out,  
										  time_constant,
                                clock_in,
                                reset,
										  enable);
parameter N=3;
input enable;
input   signed  [27:0]  signal_in;
integer i;
input   signed  [4:0]  time_constant;
input   clock_in;
input   reset;           
reg signed  [27:0]  signal_out_1 [0:N-1];
reg signed  [27:0]  signal_in_1 [0:N-1];
output signed  [27:0]  signal_out;
assign signal_out=signal_out_1[0];
wire signed [31:0] a1=1073741824;
wire signed [31:0] a2=2148224448;
wire signed [31:0] a3=1073001490;
wire signed [31:0] b1=104;
wire signed [31:0] b2=208;
wire signed [31:0] b3=104;
wire    signed  [59:0]  multiply_out;
assign  multiply_out = (b1*signal_in+b2*signal_in_1[0]+b3*signal_in_1[1])-(a2*signal_out_1[0]+a3*signal_out_1[1]);
always @ (posedge clock_in)
begin
    if(reset)  
    begin
		  for (i = 0; i < N ; i = i + 1) begin
				signal_out_1[i] <= signal_in;
				signal_in_1[i] <= signal_in;
		  end
    end
    else if(enable)
    begin
	 signal_in_1[0]<=signal_in;
	 signal_out_1[0]<={multiply_out[59], multiply_out[56:30]};
		  for (i = 1; i < N ; i = i + 1) begin
				signal_out_1[i] <= signal_out_1[i-1];
				signal_in_1[i]  <= signal_in_1[i-1];
		  end
    end
end
endmodule
==> summary.txt <==
impl run done, here's what came out: H-tree Lvls 3, Detailed Route WL ~110 mm, Die Span Y about 380 µm, global route overflow 0, Die Width 383 µm, Largest type area fraction 0.341, Main synth FF type edfxtp_1, Hold Vio Cnt, Final 0, total CTS buffers 9, dominant cell type by area after synthesis fa_1, ys cells around 4500, Post-CTS Hold Buffers 0, max_cap viols 0, Fin Setup TNS 0 ns, Worst R2R Setup Slack around 10 ns, First DRT Iteration DRCs approximately 1200, remaining antenna violation count 0, WP data required roughly 23 ns, Post-DP HPWL 96.3 mm, clock buffer depth 2, Latency at later pin 0.39 ns, Gate Count Post-Synth between 4000 and 5000, top cells, area fa_1, ha_1, inv_1, CTS Sinks 112, Worst-Margin Slew 0.770 ns, syn avg cell area approximately 9.6 µm², port bufs slightly below 60, top-count cell post-synth inv_1, Min Clock Period, post-route about 14 ns, drt drc 0, Yosys cell types just over 80, Tool Warnings between 50 and 60, diode count 0, CP arrival roughly 14 ns, synth cell count leaders inv_1, ha_1, fa_1, o21ai_0, a21oi_1, HP Class register to register, Setup-failing EPs final 0, crit end category register, Fmax around 70 MHz, Wirelength per Cell about 16 µm, post-route core utilization 0.326, Post-CTS Resized 0, Setup Skew between 0.01 and 0.015 ns, asr flop ratio synth 0, Yosys warnings 3, Post-Syn Area 0.0435 mm², number of global-route vias before repair approximately 31000, FP Rows ~140, fp_density 0.303, clock root cell clkbuf_16, Detailed Routing Iterations Pass 1 5, core area approximately 0.14 mm², Relative slew margins 0.487, cell mode on critical path a21oi_1, gpl congestion between 0.9 and 1, status complete, no violations, Setup Buffers After CTS 0, Die Area 0.146 mm², slowest CP cell o41ai_2, Total GRT Usage 0.158, Yosys Chip Area ~0.043 mm², CTS tree done, Synth-to-Final Area Change 7.63%, vias per cell about 4.5, kind of critical path input port to register, via count just under 30000, Final Max Tran Viols 0, first-pass GRT wire length 172 mm, Yosys reg bits about 110, CP max FO 5, RSZ-0062 raised after global routing false, Synth Seq Share 0.0774, Post-synth EDFFs approximately 110, initial antenna violation count 2, clock-pin slew on the worst setup and hold paths 0.09 ns, Worst path max stage delay ~0.67 ns, cycle use final 0.636, pin count of the biggest net entering global routing approximately 56, Critical Path Start Type input port, layout cells sized above 1 0.0154, io pins approximately 64
critical path: cells and delay by family:
kind / cells / cell delay (ns)
buf+inv: 4 / 0.72
simple gates: 4 / 0.90
xor+xnor: 2 / 0.50
fa+ha+maj: 8 / 3.25
compound gates: 20 / 4.56
placed cells by master, fill, tap and decap left out, types with 5 or more instances in the layout:
cell type,instances
a21o_1,102
ha_1,901
nor2_1,109
a21oi_1,176
xor2_1,66
nor2b_1,26
o22ai_1,5
a31oi_1,16
and2_1,13
o21ai_1,10
and3_1,26
a311oi_1,8
nand4_1,21
nand3_1,43
mux2_2,9
o21ai_0,188
a211o_1,13
buf_4,21
and4_1,9
inv_1,1393
nor3_1,20
a21boi_0,9
o211ai_1,10
o2111ai_1,7
o21a_1,26
a211oi_1,17
a221oi_1,5
nand2_1,138
o31ai_1,7
clkdlybuf4s50_1,57
edfxtp_1,112
fa_1,741
or3_1,8
o21bai_1,21
nand2b_1,31
clkbuf_16,9
xnor2_1,157
cell families (layout without fill, tap and decap cells):
| group | Yosys count | count (layout) | share of synthesized area |
|---|---|---|---|
| adders and majority gates | 1642 | 1642 | 0.601 |
| buffers and inverters | 1417 | 1487 | 0.122 |
| AOI/OAI and AO/OA | 674 | 674 | 0.0990 |
| and+or+nand+nor | 464 | 464 | 0.0521 |
| xor gates and xnor gates | 224 | 224 | 0.0453 |
| DFF | 112 | 112 | 0.0774 |
| muxes | 13 | 13 | 0.00325 |
worst paths after layout:
path	startpoint	end	depth (start not counted)
max	signal_in[5]	signal_out_1[0][26]	38
min	signal_in_1[0][2]	signal_in_1[1][2]	2
max reg2reg	signal_out_1[1][2]	signal_out_1[0][26]	38
min reg2reg	signal_in_1[0][2]	signal_in_1[1][2]	2
metrics by stage:
| step | hold WS (ns) | std cells | instance area, µm² | setup slack (ns) |
|---|---|---|---|---|
| floorplan | 0.631 | 4546 | 43500 | 9.98 |
| global placement | 0.695 | 6503 | 46500 | 7.81 |
| detailed placement | 0.715 | 6503 | 46500 | 7.77 |
| CTS | 0.736 | 6519 | 46800 | 8.18 |
| global route | 0.765 | 6519 | 46800 | 7.59 |
| finish | 0.718 | 6519 | 46800 | 8.15 |
layout make-up:
class | instances | area (µm²)
Multi-Input combinational cell | 3017 | 34800
Tap cell | 1903 | 2380
Clock buffer | 9 | 225
Inverter | 1393 | 5230
Clock inverter | 7 | 63.8
Timing Repair Buffer | 78 | 728
Fill cell | 14800 | 96900
Sequential cell | 112 | 3360
per-layer routing:
layer / vias up / GRT usage / wire length, µm
met5: - / 0 / 13
met1: 14300 / 0.221 / 47000
li1: 14500 / - / -
met3: 81 / 0.0468 / 8010
met4: 2 / 0.0279 / 2410
met2: 619 / 0.253 / 49200
sequential cells by signal, summed over array words and instances (netlist names):
register and count:
signal_in_1 56, signal_out_1 56
